## ./constraint.sdc

```tcl
current_design TopEntity

set clk_period 5.8
set clk_io_pct 0.2

create_clock -name clk0 -period $clk_period [get_ports {clk100khz}]

set non_clock_inputs [all_inputs -no_clocks]
set_input_delay [expr $clk_period * $clk_io_pct] -clock clk0 $non_clock_inputs
set_output_delay [expr $clk_period * $clk_io_pct] -clock clk0 [all_outputs]
```

## ./design.v

```verilog
module CounterGrp
(
	input clk100khz,
	input mode_set,
	input inc,
	input dec,
	output [3: 0] msb_h,
	output [3: 0] lsb_h,
	output [3: 0] msb_m,
	output [3: 0] lsb_m,
	output [3: 0] msb_s,
	output [3: 0] lsb_s,
	output reg [1: 0] mode_flag
);
	initial
		mode_flag = 0;
	reg clk1hz = 0;
	reg [15: 0] clk1hz_cnt = 0;
	wire c_m, c_s;
	wire inc_h_real = (mode_flag == 2'd3 && ~inc) | c_m;
	wire inc_m_real = (mode_flag == 2'd2 && ~inc) | c_s;
	wire inc_s_real = (mode_flag == 2'd1 && ~inc) | clk1hz;
	wire dec_h_real = mode_flag == 2'd3 && ~dec;
	wire dec_m_real = mode_flag == 2'd2 && ~dec;
	wire dec_s_real = mode_flag == 2'd1 && ~dec;
	Counter #(.max_num(23)) ch(.*, .inc(inc_h_real), .dec(dec_h_real), .msb(msb_h), .lsb(lsb_h), .c());
	Counter #(.max_num(59)) cm(.*, .inc(inc_m_real), .dec(dec_m_real), .msb(msb_m), .lsb(lsb_m), .c(c_m));
	Counter #(.max_num(59)) cs(.*, .inc(inc_s_real), .dec(dec_s_real), .msb(msb_s), .lsb(lsb_s), .c(c_s));
	always@(posedge clk100khz)
		if(clk1hz_cnt == 16'd50000)
		begin
			clk1hz_cnt <= 0;
			clk1hz <= ~clk1hz;
		end
		else
			clk1hz_cnt <= clk1hz_cnt + 1'b1;
	always@(negedge mode_set)
		mode_flag <= mode_flag + 1'b1;
endmodule: CounterGrp
module Counter
	#(parameter int max_num)
(
	input clk100khz,
	input inc,
	input dec,
	output reg [3: 0] msb,
	output reg [3: 0] lsb,
	output reg c
);
	localparam [3: 0] max_msb = 4'(max_num / 10);
	localparam [3: 0] max_lsb = 4'(max_num % 10);
	initial
	begin
		msb = 0;
		lsb = 0;
		c = 0;
	end
	reg inc_pre = 0;
	reg dec_pre = 0;
	always@(posedge clk100khz)
	begin
		if(inc && !inc_pre)   
		begin
			if(msb == max_msb && lsb == max_lsb)
			begin
				msb <= 0;
				lsb <= 0;
				c <= 1;
			end
			else if(lsb == 4'd9)
			begin
				lsb <= 0;
				msb <= msb + 1'b1;
				c <= 0;
			end
			else
			begin
				lsb <= lsb + 1'b1;
				c <= 0;
			end
		end
		else if(dec && !dec_pre)   
		begin
			if(msb == 4'b0 && lsb == 4'b0)
			begin
				msb <= max_msb;
				lsb <= max_lsb;
			end
			else if(lsb == 4'b0)
			begin
				msb <= msb - 1'b1;
				lsb <= 4'd9;
			end
			else
				lsb <= lsb - 1'b1;
			c <= 0;
		end
		inc_pre <= inc;
		dec_pre <= dec;
	end
endmodule: Counter
module KeyFilter
(
	input clk100khz,
	input mode_set_o,
	input inc_o,
	input dec_o,
	output reg mode_set,
	output reg inc,
	output reg dec
);
	initial begin
		mode_set = 1;
		inc = 1;
		dec = 1;
	end
	reg mode_set_buff = 1;
	reg inc_buff = 1;
	reg dec_buff = 1;
	reg [8: 0] clk100hz_cnt = 0;
	always@(posedge clk100khz)
	begin
		if(clk100hz_cnt == 9'd500)
		begin
			clk100hz_cnt <= 0;
			mode_set <= mode_set_buff;
			inc <= inc_buff;
			dec <= dec_buff;
			mode_set_buff <= 1;
			inc_buff <= 1;
			dec_buff <= 1;
		end
		else
		begin
			clk100hz_cnt <= clk100hz_cnt + 1'b1;
			mode_set_buff <= mode_set_buff & mode_set_o;
			inc_buff <= inc_buff & inc_o;
			dec_buff <= dec_buff & dec_o;
		end
	end
endmodule: KeyFilter
module LedOutput
(
	input clk100khz,
	input [3: 0] digits[6],
	input [1: 0] mode_flag,
	output wire [5: 0] scan,
	output wire [7: 0] dout
);
	localparam bit [7: 0] led_num[10] =
	'{
		8'b00111111, 8'b00000110, 8'b01011011, 8'b01001111,   
		8'b01100110, 8'b01101101, 8'b01111101, 8'b00000111,   
		8'b01111111, 8'b01101111                              
	};
	reg [2: 0] led_choice = 0;
	reg [36: 0] state_cnt = 0;
	enum bit [1: 0] {SHOW_0, SHOW_1, HIDE} state = SHOW_0;
	wire [7: 0] rawDigit = led_num[digits[led_choice]];
	wire shouldPutDot = led_choice == 3'd1 || led_choice == 3'd3;
	wire shouldHideDigit = state == HIDE && mode_flag == ~led_choice[2: 1];
	wire [7: 0] hidedDigit = shouldHideDigit ? 8'b0 : rawDigit;
	assign scan = 6'h20 >> led_choice;
	assign dout = shouldPutDot ? hidedDigit | 8'h80   : hidedDigit;
	always@(posedge clk100khz)
	begin
		if(state_cnt == 37'd33333)   
		begin
			state <=
				state == SHOW_0 ? SHOW_1 :
				state == SHOW_1 ? HIDE :
				SHOW_0;
			state_cnt <= 0;
		end
		else
			state_cnt <= state_cnt + 1'b1;
		led_choice <= led_choice == 3'd5 ? 3'b0 : led_choice + 1'b1;
	end
endmodule: LedOutput
module TopEntity
(
	input clk100khz,
	input mode_set_o,
	input inc_o,
	input dec_o,
	output wire [5: 0] scan,
	output wire [7: 0] dout
);
	wire mode_set, inc, dec;
	wire [3: 0] msb_h, lsb_h, msb_m, lsb_m, msb_s, lsb_s;
	wire [3: 0] digits[6];
	wire [1: 0] mode_flag;
	assign digits = '{msb_h, lsb_h, msb_m, lsb_m, msb_s, lsb_s};
	KeyFilter keyFilter(.*);
	CounterGrp CounterGrp(.*);
	LedOutput ledOutput(.*);
endmodule: TopEntity
```

## ./config.mk

```make
export PLATFORM = sky130hd
export DESIGN_NAME = TopEntity
export DESIGN_NICKNAME = TopEntity
export VERILOG_FILES = /design/flow/design.v
export SDC_FILE = /design/flow/constraint.sdc
export NUM_CORES = 4
export LEC_CHECK = 1
export CORE_UTILIZATION = 50
export SYNTH_HDL_FRONTEND = slang
```

## ./run.sh

```bash
#!/bin/bash
# OpenROAD 26Q1-2900-gdf79404cd8, Yosys 0.63+post, stock flow scripts
make -C /OpenROAD-flow-scripts/flow DESIGN_CONFIG=/design/flow/config.mk WORK_HOME=/design/flow/orfs finish
```

==> job_summary.md <==
### Metrics collected by this job

| Metric | Value |
|---|---|
| Antenna Violating Nets Remaining | `0` |
| Count of pins over their slew limit | `0` |
| Vias in the first global route | `3,710` |
| Crit path DAT | `3.24 ns` |
| Number of buffers created by CTS | `9` |
| Comb. cell area | `3030 um2` |
| Setup slack of the critical path after layout | `1.40 ns` |
| Count of routing violations after the opening detailed-route iteration | `305` |
| Synthesis warning total | `0` |
| HP Class | `register to register` |
| Leakage component of the power | `2.42 nW` |
| Detailed-router iteration count before antenna repair | `4` |
| Final-layout worst hold slack | `0.426 ns` |
| Setup TNS Final | `0 ns` |
| Area overhead of the layout relative to synthesis | `10.4%` |
| Dominant Register Cell | `sky130_fd_sc_hd__dfxtp_1` |
| Minimum period implied by the final worst setup slack | `4.40 ns` |
| Vias per inst | `5.38` |
| Number of enable flip-flop cells | `33` |
| Top library cells by usage in the layout, fill and taps aside | `76 x sky130_fd_sc_hd__dfxtp_1, 68 x sky130_fd_sc_hd__nor2_1, 38 x sky130_fd_sc_hd__inv_1, 38 x sky130_fd_sc_hd__ha_1, 37 x sky130_fd_sc_hd__nand2_1` |
| # Post-CTS Setup Buffers | `0` |
| Share of the yosys chip area belonging to registers | `43.5%` |
| Final Routed Wirelength | `9860 um` |
| Proportion of register bits with asynchronous set or reset after synthesis | `0%` |
| Total routing usage reported by global routing | `18.1%` |
| Leading area contributor after synthesis | `sky130_fd_sc_hd__dfxtp_1` |
| Average cell area after synthesis | `9.43 um2` |
| Number of register pins that no clock reaches | `2` |
| Leading cell type in the layout, fill and taps excluded | `sky130_fd_sc_hd__dfxtp_1` |
| Worst IR drop on VDD | `155 uV` |
| Ranking of synthesized cells by area | `sky130_fd_sc_hd__dfxtp_1 26%, sky130_fd_sc_hd__edfxtp_1 17%, sky130_fd_sc_hd__ha_1 8.2%` |
| Half-perimeter wire length of the detailed placement result | `7270 um` |
| Clock latency of the later-clocked register in the worst-skew pair | `0.33 ns` |
| CTS clk-pin slew, worst paths | `0.07 ns` |
| CTS resizes | `0` |
| Part of the cycle the worst path needs | `75.9%` |
| Wire length of the first global-routing pass | `16,900 um` |
| Initial antenna violation count | `0` |
| Number of input and output port buffers inserted | `17` |
| F_max | `0.227 GHz` |
| Pin count of the biggest net entering global routing | `18` |
| Kind of critical path | `register to output port` |
| Hold Violations, Final | `0` |
| CTS tree | `yes` |
| Clock Tree Root | `sky130_fd_sc_hd__clkbuf_16` |
| Cells after DPL | `753` |
| Total number of H-tree levels | `3` |
| Warning total across the stage logs | `50` |
| Run status | `completed` |
| DRC violations left | `0` |
| Yosys stat chip area | `5770 um2` |
| Final setup violation count | `0` |
| Synthesized area | `5770 um2` |
| Number of placement rows | `38` |
| Post-route insts no fill | `769` |
| Sequential cell area | `2510 um2` |
| Max-cap violations | `0` |
| Post-Place Setup Slack | `1.73 ns` |
| Core ar. | `11,000 um2` |
| Cell count after synthesis | `612` |
| Maximum root-to-sink buffer count | `2` |
| Pwr dens | `220 nW/um2` |
| Chip Width | `109 um` |
| Fraction of final layout cells with drive strength greater than 1 | `6.04%` |
| Setup repair after global routing missed its margin | `false` |
| Post-synthesis register bit count | `109` |
| Worst EP required | `4.64 ns` |
| Ys cells | `612` |
| Final weighted congestion in routability-driven placement | `0.828` |
| Overflow left after global routing | `0` |
| Count of hold-fix buffers inserted at cts | `0` |
| Worst slew margin relative to its limit | `40.2%` |
| Worst-path maximum fanout | `16` |
| FILL cells | `979` |
| Type of element capturing the critical path | `output port` |
| Final clock skew | `0.00756 ns` |
| Startpoint types | `register` |
| Slew at the pin closest to its max-slew limit | `0.887 ns` |
| Area share, top type | `26.4%` |
| Number of unconstrained endpoints | `2` |
| Antenna Cells | `0` |
| Avg WL per Cell | `12.8 um` |
| Final core utilization | `57.8%` |
| Area of the die | `12,000 um2` |
| Number of top-level pins | `18` |
| Floorplan die height | `109 um` |
| Starting density of the core | `52.3%` |
| Via count | `4,135` |
| Synth cell types | `61` |
==> metrics by stage <==
| stage | cell area, um2 | power [W] |
|---|---|---|
| after floorplan | 5770 | 0.000783 |
| after global placement | 6060 | 0.000785 |
| after detailed placement | 6060 | 0.000785 |
| after CTS | 6370 | 0.00142 |
| after global routing | 6370 | 0.00145 |
| final | 6370 | 0.00140 |
==> cell families after synthesis <==
group | count (synthesis) | share of synthesized area [%]
XOR/XNOR | 56 | 8.50
buffers and inverters | 57 | 3.88
AND/OR/NAND/NOR | 256 | 23.9
adder cells (fa/ha/maj) | 38 | 8.24
flip-flops | 109 | 43.5
multiplexers | 15 | 2.62
AND-OR/OR-AND | 81 | 9.28
==> critical path, cell delays in order (launching register included) <==
cell	delay, ns
sky130_fd_sc_hd__dfxtp_1	0.81
sky130_fd_sc_hd__mux2i_1	0.29
sky130_fd_sc_hd__nor2_1	0.06
sky130_fd_sc_hd__nor3_1	0.50
sky130_fd_sc_hd__inv_1	0.14
sky130_fd_sc_hd__ha_1	0.24
sky130_fd_sc_hd__mux2_2	0.26
sky130_fd_sc_hd__a21oi_1	0.14
sky130_fd_sc_hd__clkdlybuf4s50_1	0.47
==> report_power, final <==
group / switching [W] / internal, W
clock network: 0.000258 / 0.000374
logic: 0.000000287 / 0.00000177
registers: 0 / 0.000766
total: 0.000259 / 0.00114
==> path summary, 6_finish.rpt <==
kind,start,to,slack (ns),cells past startpoint
max,ledOutput.led_choice[0],dout[0],1.40,8
min,register,register,0.43,0
max reg2reg,keyFilter.inc,CounterGrp.cm.msb[0],3.31,4
min reg2reg,register,register,0.43,0
==> state kept, by name, indices dropped and copies added (netlist names), 2 cells and up, named ones only <==
signal / flops
CounterGrp.clk1hz_cnt: 16
CounterGrp.cs.msb: 4
CounterGrp.cs.lsb: 4
CounterGrp.ch.lsb: 4
keyFilter.clk100hz_cnt: 9
CounterGrp.cm.lsb: 4
CounterGrp.mode_flag: 2
CounterGrp.cm.msb: 4
ledOutput.led_choice: 3
ledOutput.state_cnt: 37
CounterGrp.ch.msb: 4
==> final cells by class <==
class | instances | share of cell area [%]
Clock inverter | 3 | 0.687
Timing Repair Buffer | 20 | 3.02
Tap cell | 140 | 2.75
Inverter | 38 | 2.24
Clock buffer | 13 | 4.26
Multi-Input combinational cell | 446 | 47.6
Sequential cell | 109 | 39.4
==> per-layer routing <==
| metal | vias to the layer above | global-route usage [%] | routed length [um] |
|---|---|---|---|
| met3 | 5 | 1.87 | 255 |
| met5 | - | 0 | 0 |
| li1 | 2184 | - | - |
| met2 | 60 | 26.7 | 4240 |
| met4 | 0 | 2.57 | 81 |
| met1 | 1886 | 30.6 | 5290 |
==> cells in the mapped netlist (2+ instances only) <==
library cell	number
sky130_fd_sc_hd__a21boi_0	2
sky130_fd_sc_hd__a21o_1	3
sky130_fd_sc_hd__a21oi_1	20
sky130_fd_sc_hd__a221oi_1	4
sky130_fd_sc_hd__a311oi_1	3
sky130_fd_sc_hd__a31oi_1	6
sky130_fd_sc_hd__a32o_1	3
sky130_fd_sc_hd__a41oi_1	2
sky130_fd_sc_hd__and2_1	3
sky130_fd_sc_hd__and3_1	15
sky130_fd_sc_hd__and3_2	2
sky130_fd_sc_hd__and3b_1	2
sky130_fd_sc_hd__and4_1	3
sky130_fd_sc_hd__buf_1	2
sky130_fd_sc_hd__buf_2	5
sky130_fd_sc_hd__clkbuf_1	11
sky130_fd_sc_hd__dfxtp_1	76
sky130_fd_sc_hd__edfxtp_1	33
sky130_fd_sc_hd__ha_1	38
sky130_fd_sc_hd__inv_1	38
sky130_fd_sc_hd__mux2i_1	14
sky130_fd_sc_hd__nand2_1	37
sky130_fd_sc_hd__nand2b_1	11
sky130_fd_sc_hd__nand3_1	31
sky130_fd_sc_hd__nand3b_1	3
sky130_fd_sc_hd__nand4_1	20
sky130_fd_sc_hd__nand4b_1	3
sky130_fd_sc_hd__nor2_1	68
sky130_fd_sc_hd__nor2b_1	12
sky130_fd_sc_hd__nor3_1	18
sky130_fd_sc_hd__nor3_2	3
sky130_fd_sc_hd__nor3b_1	2
sky130_fd_sc_hd__nor4_1	5
sky130_fd_sc_hd__nor4b_1	3
sky130_fd_sc_hd__o21a_1	2
sky130_fd_sc_hd__o21ai_0	22
sky130_fd_sc_hd__o21ba_2	3
sky130_fd_sc_hd__o21bai_1	2
sky130_fd_sc_hd__or2_2	5
sky130_fd_sc_hd__or3_1	2
sky130_fd_sc_hd__xnor2_1	36
sky130_fd_sc_hd__xor2_1	20
No activity file was given, so power comes from the tool's default toggle rates.
